**/design/flow/design.v**
```verilog
`timescale 1ns/1ps
module islemci (
    input                       clk,
    input                       rst,
    output  [32-1:0]    bellek_adres,
    input   [32-1:0]     bellek_oku_veri,
    output  [32-1:0]     bellek_yaz_veri,
    output                      bellek_yaz,
    output                      ilerle_cmb
);
localparam GETIR = 2'd0;
localparam COZYAZMACOKU = 2'd1;
localparam YURUTGERIYAZ = 2'd2;
reg [1:0] simdiki_asama_r;
reg [1:0] simdiki_asama_ns;
reg ilerle_cmb_r;
reg [32-1:0] yazmac_obegi [0:32-1];
reg [32-1:0] ps_r;
localparam RTYPE_ISKODU = 7'b0110011;  
localparam ADDI_ISKODU = 7'b0010011;  
localparam LUI_ISKODU = 7'b0110111;  
localparam AUPIC_ISKODU = 7'b0010111;  
localparam LOAD_ISKODU = 7'b0000011;  
localparam STORE_ISKODU = 7'b0100011;  
localparam JAL_ISKODU = 7'b1101111;  
localparam JALR_ISKODU = 7'b1100111;  
localparam BEQ_ISKODU = 7'b1100011;  
reg [6:0] iskodu;
reg [4:0] rs1;
reg [4:0] rs2;
reg [4:0] rd;
reg [2:0] is3;
reg [6:0] is7;
reg [32-1:0] op1;
reg [32-1:0] op2;
reg [32-1:0] anlik;
reg [32-1:0] adres;
reg [32-1:0] buyruk;
reg [32-1:0] bellek_yaz_veri_r;
reg bellek_yaz_r;
integer i;
initial begin
    for (i = 0; i < 32; i = i + 1) begin
        yazmac_obegi[i] = 0;
    end
end
always @* begin
    ilerle_cmb_r = 0;
    simdiki_asama_ns = simdiki_asama_r;
    bellek_yaz_veri_r = 0;
    bellek_yaz_r = 0;
    case (simdiki_asama_r)
        GETIR: begin
            ilerle_cmb_r = 1;
            simdiki_asama_ns = COZYAZMACOKU;
        end
        COZYAZMACOKU: begin
            ilerle_cmb_r = 1;
            simdiki_asama_ns = YURUTGERIYAZ;
            buyruk = bellek_oku_veri;
            iskodu = buyruk[6:0];
            rd = buyruk[11:7];
            is3 = buyruk[14:12];
            rs1 = buyruk[19:15];
            rs2 = buyruk[24:20];
            is7 = buyruk[31:25];
            op1 = yazmac_obegi[rs1];
            op2 = yazmac_obegi[rs2];
            if (iskodu == ADDI_ISKODU || iskodu == LOAD_ISKODU || iskodu == JALR_ISKODU) begin
                anlik = {{20{buyruk[31]}}, buyruk[31:20]};
            end
            else if (iskodu == STORE_ISKODU || iskodu == BEQ_ISKODU) begin
                anlik = {{20{buyruk[31]}}, buyruk[31:25], buyruk[11:7]};
            end
            else if (iskodu == LUI_ISKODU || iskodu == AUPIC_ISKODU) begin
                anlik = {buyruk[31:12], 12'b0};
            end
            else if (iskodu == JAL_ISKODU) begin
                anlik = {{12{buyruk[31]}}, buyruk[19:12], buyruk[20], buyruk[30:21], 1'b0};
            end
        end
        YURUTGERIYAZ: begin
            ilerle_cmb_r = 1;
            simdiki_asama_ns = GETIR;
            case (iskodu)
                RTYPE_ISKODU: begin
                    case (is3)
                        3'b000: begin
                            if (is7 == 7'b0100000) begin
                                yazmac_obegi[rd] = op1 - op2;
                            end else begin
                                yazmac_obegi[rd] = op1 + op2;
                            end
                        end
                        3'b100: yazmac_obegi[rd] = op1 ^ op2;
                        3'b110: yazmac_obegi[rd] = op1 | op2;
                        3'b111: yazmac_obegi[rd] = op1 & op2;
                    endcase
                end
                ADDI_ISKODU: yazmac_obegi[rd] = op1 + anlik;
                LUI_ISKODU: yazmac_obegi[rd] = anlik;
                LOAD_ISKODU: yazmac_obegi[rd] = bellek_oku_veri;
                STORE_ISKODU: begin
                    adres = op1 + anlik;
                    bellek_yaz_veri_r = yazmac_obegi[rs2];
                    bellek_yaz_r = 1'b1;
                end
                JAL_ISKODU: begin
                    yazmac_obegi[rd] = ps_r + 4;
                    ps_r = ps_r + anlik;
                end
                JALR_ISKODU: begin
                    yazmac_obegi[rd] = ps_r + 4;
                    ps_r = (op1 + anlik) & ~1;
                end
                BEQ_ISKODU: begin
                    if (op1 == op2) 
                        ps_r = ps_r + anlik;
                    else
                        ps_r = ps_r + 4;
                end
            endcase
        end
    endcase
end
always @(posedge clk) begin
    if (rst) begin
        ps_r <= 32'h8000_0000;
        simdiki_asama_r <= GETIR;
        bellek_yaz_r <= 1'b0;
    end
    else if (ilerle_cmb_r) begin
        simdiki_asama_r <= simdiki_asama_ns;
        if (simdiki_asama_r == YURUTGERIYAZ) begin
            if (iskodu == STORE_ISKODU) begin
                bellek_yaz_r <= 1'b1;  
            end
            if (iskodu != JAL_ISKODU && iskodu != JALR_ISKODU && iskodu != BEQ_ISKODU) begin
                ps_r <= ps_r + 4;
                bellek_yaz_r <= 1'b0;
            end
        end else begin
            bellek_yaz_r <= 1'b0; 
        end
    end
end
assign ilerle_cmb = ilerle_cmb_r;
assign bellek_yaz_veri = bellek_yaz_veri_r;
assign bellek_yaz = bellek_yaz_r;
assign bellek_adres = ps_r;
endmodule
```
**/design/flow/config.mk**
```make
export PLATFORM = sky130hd
export DESIGN_NAME = islemci
export DESIGN_NICKNAME = islemci
export VERILOG_FILES = /design/flow/design.v
export SDC_FILE = /design/flow/constraint.sdc
export NUM_CORES = 4
export LEC_CHECK = 1
export CORE_UTILIZATION = 30
```
**/design/flow/run.sh**
```bash
#!/bin/bash
# OpenROAD 26Q1-2900-gdf79404cd8, Yosys 0.63+post, stock flow scripts
make -C /OpenROAD-flow-scripts/flow DESIGN_CONFIG=/design/flow/config.mk WORK_HOME=/design/flow/orfs finish
```
**/design/flow/constraint.sdc**
```tcl
current_design islemci

set clk_period 7.9
set clk_io_pct 0.2

create_clock -name clk0 -period $clk_period [get_ports {clk}]

set non_clock_inputs [all_inputs -no_clocks]
set_input_delay [expr $clk_period * $clk_io_pct] -clock clk0 $non_clock_inputs
set_output_delay [expr $clk_period * $clk_io_pct] -clock clk0 [all_outputs]
```
==> ci_impl_report.md <==
### Metrics collected by this job

| Metric | Value |
|---|---|
| Outcome | `stopped before the end` |
| Halt Stage | `synthesis (1_2_yosys)` |
| Error message | `ERROR: Found 31 problems in 'check -assert'.` |
| Top_reg_cell synth | `dlxtn_1` |
| Async SR Flop Fraction | `0` |
| YS warnings | `2` |
| Cell total in the yosys stat output | `5413` |
| Flip-flops with a built-in enable | `0` |
| Synth cell types | `87` |
| Chip area in the Yosys report | `46700 um^2` |
| #FFs+latches synth | `1211` |
cells in the mapped netlist, types with 13 or more instances:
cell type     n  area share
o22ai_1      20      0.0027
ha_1        156       0.042
nand2b_1     26      0.0035
dfxtp_1      34       0.015
nor4_1       13      0.0017
xnor2_1      69       0.013
buf_1        26      0.0021
nand2_1     186       0.015
o32a_1       64       0.014
nand4_1     200       0.027
a21o_1       47      0.0076
or3_1        24      0.0032
or2_2        15      0.0020
a221o_1      18      0.0039
nor2b_1      26      0.0035
clkbuf_1    368       0.030
and3_1       21      0.0028
o21ai_0     154       0.016
nor2_1      298       0.024
a22o_1      475       0.089
a22oi_1     519       0.083
nor3_1       73      0.0078
inv_1       116      0.0093
xor2_1       50      0.0094
dlxtn_1    1086        0.35
a31oi_1      20      0.0027
a221oi_1    505       0.095
o221ai_1     23      0.0043
a211oi_1     18      0.0029
o21bai_1     22      0.0035
dlxtp_1      91       0.029
a21oi_1     269       0.029
o31ai_1      15      0.0024
mux2i_1      17      0.0036
o211ai_1     18      0.0029
nand3_1     150       0.016
cells by family after synthesis:
family,share of synthesized area
other cells,0.0000802
mux,0.00485
latches,0.378
compound gates,0.376
fa+ha+maj,0.0435
flops,0.0146
simple gates,0.117
xor+xnor,0.0223
buf+inv,0.0431
